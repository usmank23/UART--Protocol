--- design/flow/constraint.sdc ---
current_design stop_bit_checker

set clk_period 1.0
set clk_io_pct 0.2

create_clock -name clk0 -period $clk_period [get_ports {clk}]

set non_clock_inputs [all_inputs -no_clocks]
set_input_delay [expr $clk_period * $clk_io_pct] -clock clk0 $non_clock_inputs
set_output_delay [expr $clk_period * $clk_io_pct] -clock clk0 [all_outputs]
--- design/flow/run.sh ---
#!/bin/bash
# OpenROAD 26Q1-2900-gdf79404cd8, Yosys 0.63+post, stock flow scripts
make -C /OpenROAD-flow-scripts/flow DESIGN_CONFIG=/design/flow/config.mk WORK_HOME=/design/flow/orfs finish
--- design/flow/config.mk ---
export PLATFORM = sky130hd
export DESIGN_NAME = stop_bit_checker
export DESIGN_NICKNAME = stop_bit_checker
export VERILOG_FILES = /design/flow/design.v
export SDC_FILE = /design/flow/constraint.sdc
export NUM_CORES = 4
export LEC_CHECK = 1
export CORE_AREA = 10 10 70 70
export DIE_AREA = 0 0 80 80
--- design/flow/design.v ---
`timescale 1ns / 1ps
module stop_bit_checker(dout1, rxdataout, stopbiterror, rxin, checkstop, reset, clk );
input reset, clk, checkstop, rxin;
input [7:0] dout1;
output reg [7:0] rxdataout;
output reg stopbiterror;
reg x = 3'd0;
always @(posedge clk)
begin
 if(checkstop)
  begin
   if(rxin)
    begin
     if(x == 15)
      begin
       x <= 0;
       rxdataout <= dout1;
       stopbiterror <= 0;
      end
     else
      begin
       x = x + 1;
       stopbiterror <= 0;
       rxdataout <= dout1;
      end
    end
   else
    begin
     rxdataout <= 8'd0;
     stopbiterror <= 1;
    end
  end
 else
  begin
   rxdataout <= dout1;
   stopbiterror <= 0;
  end
 end
endmodule
==> job_summary.md <==
## Synthesis and layout report

| Metric | Value |
|---|---|
| Most common logic cell in the routed design | `clkdlybuf4s50_1` |
| Root Buffer | `clkbuf_4` |
| Critical Path Stages | `1` |
| Worst Path Buf+Inv | `1` |
| WL final | `746 um` |
| Number of OpenROAD warnings | `26` |
| Fmax achieved | `1060 MHz` |
| Post-synth area hogs | `dfxtp_1 (72%), and2_1 (18%), nand2b_4 (5.5%)` |
| Fin crit share | `approximately 94%` |
| WP data arrival | `0.74 ns` |
| Data required, critical path | `0.80 ns` |
| Fillers | `397` |
| FP Rows | `21` |
| Area share, top type | `72.0%` |
| Hold_buf cts | `0` |
| RSZ-0062 raised after global routing | `false` |
| Total gr overflow | `0` |
| Die width | `approximately 80 um` |
| Initial antenna violation count | `0` |
| Initial DRC count | `0` |
| Detailed-route DRC error count | `0` |
| Layout cell share with drive strength beyond 1 | `between 10% and 20%` |
| GPL Wtd Cong | `approximately 0.64` |
| Post-synthesis cell area | `250 um^2` |
| Antenna diode count | `0` |
| Area grow syn2layout | `108%` |
| Clock sink count | `9` |
| Top fanout value on the critical path | `1` |
| Final hold viol count | `0` |
| Pwr/cell area | `1450 mW/mm^2` |
| Most common logic cells in the final layout | `clkdlybuf4s50_1 (10), dfxtp_1 (9), clkdlybuf4s15_1 (8)` |
| Yosys Instances | `19` |
| Setup violators final | `0` |
| Largest net degree at the start of global routing | `10` |
| Flops after synth | `9` |
| Hold Startpoint | `dout1[5]` |
| CP max stage delay | `0.31 ns` |
| Hold slack | `roughly 0.5 ns` |
| CP Launch Type | `register` |
| Hold/Removal Path Class | `primary input to register` |
| CTS Buf Count | `3` |
| Die height | `~80 um` |
| DRT antenna net count | `0` |
| Slew headroom | `92.4%` |
| Floorplan core density | `between 7 and 8%` |
| Vias per std cell | `approximately 2.1` |
| Worst setup path end | `rxdataout[1]` |
| Vias in the first global route | `230` |
| Worst vdd ir | `0.000226 V` |
| Avg Inst Size Synth | `around 13 um^2` |
| Crit path capture type | `output port` |
| Clock tree buffer depth | `2` |
| Post-CTS Setup Bufs | `0` |
| Number of synthesis warnings | `1` |
| Status | `completed` |
| GRT Overall Usage | `around 2.6%` |
| Crit path launch | `rxdataout[1]$_DFF_P_` |
| Via Count | `187` |
| # port buffers | `19` |
| Yosys chip area | `250 um^2` |
| Least-Margin Pin Slew | `0.113 ns` |
| Mapped Cells | `19` |
| Crit path cell chain | `clkdlybuf4s15_1` |
| WL/cell | `8.48 um` |
| First-pass GRT wire length | `roughly 1300 um` |
| DR pass1 iterations | `1` |
| CTS tree | `built` |
| Post-synth top area cell | `dfxtp_1` |
| Distinct lib cells used | `5` |
| P_leak | `0.209 nW` |
| Pwr Total | `0.752 mW` |
| Total die size | `0.00640 mm^2` |
| CTS H-tree depth | `1` |
| # IOs | `21` |
| Seq/Total Area, Yosys | `just over 70%` |
| Top delay family on crit path | `flip-flops` |
| Final Critical Period | `0.943 ns` |
| Slowest stage cell, crit path | `dfxtp_1` |
| Max-cap violations | `0` |
| Max Slew Vio Count | `0` |
| Area of the core | `roughly 0.0034 mm^2` |
| CTS clk-pin slew, worst paths | `0.06 ns` |
| Crit Path Category | `register to output port` |
[cell type report]
cell class	instances	area [um^2]	share of cell area (%)
inverter	1	3.75	0.723
clock buffer	4	26.3	5.06
sequential	9	180	34.7
timing repair buffer	19	185	35.7
multi-input combinational	9	66.3	12.8
tap	46	57.6	11.1
[metrics by stage]
step	TNS, ns	instances	setup slack [ns]	util, %	cell area [um^2]
5_1_grt	0	88	0.00532	15.2	519
3_5_place_dp	-0.697	84	-0.0898	14.6	498
4_1_cts	0	88	0.00101	15.1	517
3_3_place_gp	-0.627	84	-0.0809	14.6	498
2_1_floorplan	0	19	0.401	-	250
6_report	0	88	0.0574	15.2	519
[synth_stat cells]
master and count:
nand2b_4 1, dfxtp_1 9, and2_1 7, inv_1 1, and2_4 1
[layer usage]
metal,GRT usage [%],vias to the layer above,wire length [um]
met3,1.48,2,84
met1,2.77,72,322
li1,-,102,-
met2,3.93,11,312
met4,1.41,0,27
met5,0,-,0
[flip-flops by register name, indices dropped and copies added, names as in the netlist]
| signal | flops |
|---|---|
| stopbiterror | 1 |
| rxdataout | 8 |
[how the worst min path moves through the flow]
stage / end / slack, ns / cells past startpoint
finish: rxdataout[5]$_DFF_P_ / 0.50 / 2
global route: rxdataout[6]$_DFF_P_ / 0.50 / 2
CTS: rxdataout[5]$_DFF_P_ / 0.49 / 2
[cells by family (layout without fill, tap and decap cells)]
kind of cell  Yosys count  after routing  share of synthesized area (%)
flops                   9              9                           72.0
simple gates            9              9                           26.5
buf+inv                 1             24                           1.50
[report_power, final]
group | internal, mW | switching, mW | leakage [nW]
clock network | 0.153 | 0.119 | 0.0150
logic | 0.0736 | 0.0184 | 0.118
registers | 0.382 | 0.00503 | 0.0756
total | 0.609 | 0.143 | 0.209
[repair_timing]
action	CTS	global route
resized	12	7
cloned	0	0
pin swaps	0	0
setup endpoints to repair	9	7
No activity file was given, so power comes from the tool's default toggle rates.
