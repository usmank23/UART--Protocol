==> design/flow/design.v <==
`timescale 1ns / 1ps
module baud_rate_generator(sel, clk, rst, clock_out);
input clk, rst;
input [1:0] sel;
output reg clock_out = 0;
reg [3:0]temp = 0;
reg [3:0]count = 0;
always @(sel)
begin
case(sel)
2'b00: temp <= 4'h5;
2'b01: temp <= 4'h4;
2'b10: temp <= 4'h1;
2'b11: temp <= 4'h2;
endcase
end
always @(posedge clk or negedge rst)
begin
if(!rst)
 clock_out <= 0;
else if( count == temp )
 begin
  count = 0;
  clock_out <= !clock_out;
 end
else
 begin
  count = count + 1;
  clock_out <= clock_out;
 end
end
endmodule
==> design/flow/run.sh <==
#!/bin/bash
# OpenROAD 26Q1-2900-gdf79404cd8, Yosys 0.63+post, stock flow scripts
make -C /OpenROAD-flow-scripts/flow DESIGN_CONFIG=/design/flow/config.mk WORK_HOME=/design/flow/orfs finish
==> design/flow/config.mk <==
export PLATFORM = sky130hd
export DESIGN_NAME = baud_rate_generator
export DESIGN_NICKNAME = baud_rate_generator
export VERILOG_FILES = /design/flow/design.v
export SDC_FILE = /design/flow/constraint.sdc
export NUM_CORES = 4
export LEC_CHECK = 1
export CORE_AREA = 10 10 70 70
export DIE_AREA = 0 0 80 80
==> design/flow/constraint.sdc <==
current_design baud_rate_generator

set clk_period 2.1
set clk_io_pct 0.2

create_clock -name clk0 -period $clk_period [get_ports {clk}]

set non_clock_inputs [all_inputs -no_clocks]
set_input_delay [expr $clk_period * $clk_io_pct] -clock clk0 $non_clock_inputs
set_output_delay [expr $clk_period * $clk_io_pct] -clock clk0 [all_outputs]
==> Flow_metrics.wiki <==
=== Physical design figures ===
{| class="wikitable"
! Metric !! Value
|-
| Cell type group with the largest total delay on the critical path || buffers and inverters
|-
| MUX share of area || 0%
|-
| Worst Setup Path Type || primary input to flop
|-
| Transition at the pin with the smallest max-transition slack || approximately 220 ps
|-
| Leakage power of the design || around 0.14 nW
|-
| I/O Buffers || 4
|-
| Number of CTS-inserted buffers || 3
|-
| Data required time at the worst endpoint || ~2100 ps
|-
| Overflow left after global routing || 0
|-
| DRC violation total after the first TritonRoute iteration || 3
|-
| Most common flop cell mapped by yosys || sky130_fd_sc_hd__edfxtp_1
|-
| Share of synthesized area occupied by flip-flops and latches || between 50% and 60%
|-
| Combinational fraction of design power || a little over a fifth
|-
| Die boundary height || around 80 um
|-
| Shortest clock period the worst path allows after layout || approximately 1500 ps
|-
| DRC || 0
|-
| Final setup violation count || 0
|-
| Worst-case clock buffer depth || 2
|-
| Data arrival time of the critical path || 1490 ps
|-
| Area fraction in full adders, half adders and majority gates || around 4.5%
|-
| Largest vdd supply drop || between 0.4 and 0.5 mV
|-
| Tally of yosys warning messages || 1
|-
| Count of instantiated cells in the yosys netlist || 22
|-
| Drt pass-1 iters || 3
|-
| Average instance area after synthesis || around 13 um2
|-
| I/O pin count || 5
|-
| Most numerous cell types in the synthesized netlist || sky130_fd_sc_hd__edfxtp_1 (4), sky130_fd_sc_hd__nor2_1 (3), sky130_fd_sc_hd__nor2b_1 (2), sky130_fd_sc_hd__xnor2_1 (2), sky130_fd_sc_hd__xor2_1 (2)
|-
| Init Core Util || under 10%
|-
| Final non-filler cell area || about 400 um2
|-
| Final TNS setup || 0 ps
|-
| GRT Resource Usage Total || 1.86%
|-
| Total length of routed wires || ~550 um
|-
| Power density over the cells || about 860 mW/mm2
|-
| Most numerous cell in the Yosys netlist || sky130_fd_sc_hd__edfxtp_1
|-
| Clk_skew || between 0.3 and 0.4 ps
|-
| Detail Placement HPWL || 419 um
|-
| Sequential share of power || a little under half
|-
| Total Die Area || between 0.006 and 0.007 mm2
|-
| Area Growth Syn to Fin || 45.0%
|-
| Count of final max-slew check failures || 0
|-
| Post-synthesis async set-or-reset flop share || between 20% and 30%
|-
| Post-Synthesis Cell Area || approximately 280 um2
|-
| Clk Latency, worst-skew pair || 240 ps
|-
| WL per Instance || about 7.2 um
|-
| Clock transition at the registers of the reported paths || around 40 ps
|-
| Launch instance of the worst register-to-register path || count[0]
|-
| Portion of synthesized cell area occupied by the leading cell type || about 44%
|-
| Synth top area cells || sky130_fd_sc_hd__edfxtp_1 (44%), sky130_fd_sc_hd__dfrtp_1 (9.1%), sky130_fd_sc_hd__xnor2_1 (6.4%), sky130_fd_sc_hd__xor2_1 (6.4%), sky130_fd_sc_hd__a32oi_2 (5.9%)
|-
| Area fraction in and, or, nand and nor cells after synthesis || about a quarter
|-
| Critical Path Slowest Stage Cell || sky130_fd_sc_hd__clkdlybuf4s50_1
|-
| Num rows || 21
|-
| Number of clock sinks || 5
|-
| Switching Power || around 0.09 mW
|-
| First element of the critical path || sel[0]
|-
| Outcome || finished, final reports clean
|-
| Largest net degree at the start of global routing || 7
|-
| Worst r2r path cells || 3
|-
| Net switching share of the total power || approximately 26%
|-
| Share of total power in the clock network || 32.0%
|-
| Hold crit path type || primary input to async pin
|-
| Buf+Inv Stages, Crit Path || 1
|-
| Cell-internal power || 0.255 mW
|-
| Die span in x || 80 um
|-
| Post-route antenna net violation count || 0
|-
| Fmax achieved || 0.666 GHz
|-
| Setup repair after global routing missed its margin || no
|-
| Number of hold-repair buffers added at the cts stage || 0
|-
| Cells resized by post-CTS repair || 0
|-
| Xor and xnor fraction of the mapped netlist area || roughly 13%
|-
| Count of flip-flops with a built-in enable after synthesis || 4
|-
| Main logic family after synthesis || simple AND/OR/NAND/NOR gates
|-
| Maximum fanout along the worst path || 3
|-
| Type of element launching the critical path || primary input
|-
| Stage-log warning count || 25
|-
| Share of the cycle needed by the critical path after routing || between 70% and 80%
|-
| Initial antenna violation count || 0
|-
| Post-synthesis chip area from yosys || about 280 um2
|-
| Worst stage delay on the critical path || ~540 ps
|-
| Synthesized netlist cell count || 22
|-
| Max transition margin || between 80% and 90%
|-
| CTS tree || done
|-
| Ant diodes || 0
|-
| Post-CTS setup-driven buffer insertion count || 0
|-
| Reg2Reg Setup Slack || 810 ps
|-
| Area leader, netlist || sky130_fd_sc_hd__edfxtp_1
|-
| H-tree depth || 1
|-
| DP Area || 373 um2
|-
| Overall via count from detail_route || 197
|-
| Compound-Gate Fraction of Synth Area || between 5 and 6%
|-
| Number of max-cap violations || 0
|-
| Endpoint of the worst-slack reg-to-reg timing path || count[1]
|-
| Global placement routability congestion || 0.693
|-
| Ratio of cells with drive above 1 in the final layout || between 10% and 20%
|-
| Critical path, cell by cell || clkdlybuf4s50_1, xor2_1, nand4b_1, and3_1
|-
| Global-route wire length before repair || between 900 and 1000 um
|-
| Number of synthesized register bits || 5
|-
| Ratio of routed vias to standard cells || around 2.6
|-
| Vias in the first global route || 234
|-
| CTS Root Cell || sky130_fd_sc_hd__clkbuf_4
|-
| Yosys cell types || 14
|-
| Final Hold Vio Count || 0
|-
| Critical path endpoint category || flop
|-
| CORE AREA || about 0.0034 mm2
|}
## placed cells by master (no fill, tap or decap)
cell | synthesis | layout
sky130_fd_sc_hd__nor3b_1 | 1 | 1
sky130_fd_sc_hd__a32oi_2 | 1 | 1
sky130_fd_sc_hd__clkdlybuf4s50_1 | 0 | 4
sky130_fd_sc_hd__nand2_2 | 1 | 1
sky130_fd_sc_hd__xnor2_1 | 2 | 2
sky130_fd_sc_hd__nand3_1 | 1 | 1
sky130_fd_sc_hd__nor2b_1 | 2 | 2
sky130_fd_sc_hd__and3b_1 | 1 | 1
sky130_fd_sc_hd__nand4b_1 | 1 | 1
sky130_fd_sc_hd__edfxtp_1 | 4 | 4
sky130_fd_sc_hd__ha_1 | 1 | 1
sky130_fd_sc_hd__nor2_1 | 3 | 3
sky130_fd_sc_hd__xor2_1 | 2 | 2
sky130_fd_sc_hd__and3_1 | 1 | 1
sky130_fd_sc_hd__clkbuf_1 | 0 | 1
sky130_fd_sc_hd__clkbuf_4 | 0 | 3
sky130_fd_sc_hd__dfrtp_1 | 1 | 1
## registers in the layout, indices dropped and copies added, names as in the netlist
signal	count
clock_out	1
count	4
## layout make-up
type	instances	area, um2
clock buffer	4	26.3
fill	399	3020
multi-input combinational	17	130
sequential	5	145
tap	46	57.6
timing repair buffer	4	40.0
## cells by family (layout without fill, tap and decap cells)
| kind of cell | count (synthesis) | count (layout) |
|---|---|---|
| AND/OR/NAND/NOR | 11 | 11 |
| AND-OR/OR-AND | 1 | 1 |
| buffers and inverters | 0 | 8 |
| adder cells (fa/ha/maj) | 1 | 1 |
| flip-flops | 5 | 5 |
| XOR/XNOR | 4 | 4 |
## how the worst max path moves through the flow
stage,end,slack [ps],cells after the start
4_1_cts,clock_out,590,1
5_1_grt,count[1],520,4
6_report,count[1],600,4
## power by group through the flow
stage     clock network (mW)  logic [mW]  registers (mW)
4_1_cts                0.114      0.0763           0.158
5_1_grt                0.120      0.0849           0.162
6_report               0.109      0.0744           0.158
## through the flow
step	hold WS, ps	worst slack (ps)	power, mW	cells	util [%]
finish	393	599	0.342	76	11.7
global route	389	519	0.367	76	11.7
CTS	387	590	0.349	76	11.7
detailed placement	464	374	0.234	72	10.9
floorplan	124	931	0.193	22	-
global placement	455	388	0.228	72	10.9
## layer usage
metal / GRT usage, % / wire (um)
met4: 0.528 / 0
met2: 2.25 / 187
met1: 2.29 / 299
met5: 0 / 0
met3: 1.70 / 63
Power figures rest on the tool's default switching activity, not on a simulated workload.
