--- flow/run.sh ---
#!/bin/bash
# OpenROAD 26Q1-2900-gdf79404cd8, Yosys 0.63+post, stock flow scripts
make -C /OpenROAD-flow-scripts/flow DESIGN_CONFIG=/design/flow/config.mk WORK_HOME=/design/flow/orfs finish
--- flow/config.mk ---
export PLATFORM = sky130hd
export DESIGN_NAME = TX_fsm
export DESIGN_NICKNAME = TX_fsm
export VERILOG_FILES = /design/flow/design.v
export SDC_FILE = /design/flow/constraint.sdc
export NUM_CORES = 4
export LEC_CHECK = 1
export CORE_AREA = 10 10 70 70
export DIE_AREA = 0 0 80 80
--- flow/constraint.sdc ---
current_design TX_fsm

set clk_period 1.5
set clk_io_pct 0.2

create_clock -name clk0 -period $clk_period [get_ports {clk}]

set non_clock_inputs [all_inputs -no_clocks]
set_input_delay [expr $clk_period * $clk_io_pct] -clock clk0 $non_clock_inputs
set_output_delay [expr $clk_period * $clk_io_pct] -clock clk0 [all_outputs]
--- flow/design.v ---
module TX_fsm(tx_start, clk, rst, shift, load,sel);
  input tx_start, clk, rst;
  output shift, load;
  output [1:0] sel;
  reg [2:0] state;
  reg [2:0] nextstate;
  reg temp, count, count1,flag, x;
  parameter idle = 3'b000, startbit = 3'b001, databit = 3'b010, paritybit = 3'b011, stopbit = 3'b100;
  always @(*)
    begin
      case(state)
        idle: 
          begin
            nextstate = tx_start?startbit:idle;
            load = 0;
            shift = 0;
            sel = 2'b11;
            temp = 0;
          end
        startbit: 
          begin
            nextstate = flag?databit:startbit;
            load = 1;
            shift = 0;
            sel = 2'b00;
            temp = 0;
          end
        databit:
          begin
            nextstate = x? paritybit:databit;
            load = 0;
            shift = 1;
            sel = 2'b01;
            temp = 1;
          end
        paritybit:
          begin
            nextstate = flag?stopbit:paritybit;
            load = 0;
            shift = 0;
            temp = 0;
            sel = 2'b10;
          end
        stopbit:
          begin
            nextstate = flag?idle:stopbit;
            load = 0;
            shift = 0;
            sel = 2'b11;
            temp = 0;
          end
        default:
          begin
            nextstate = idle;
            load = 0;
            shift = 0;
            sel = 2'b00;
            temp = 0;
          end
      endcase     
    end
  always @(posedge clk)
    begin
      if(count == 15)
        begin
          flag = 1;
          count = 0;
        end
      else
        begin
          flag = 0;
          count = count + 1;
        end
    end
  always @(posedge clk)
    begin
      if(temp == 1)
        if(count1 == 7)
          begin
            x = 1;
          end
      	else
          begin
            x = 0;
            count1 = count1 + 1;
          end
      else 
        begin
          count1 = 0;
          x = 0;
        end
    end
  always @(posedge clk)
    begin
      if(rst)
        begin
          state <= idle;
        end
      else
        state <= nextstate;
    end
endmodule
==> results.txt <==
impl run done, here's what came out: status finished, final reports clean, Worst Min Path Start state[4], Worst IR Drop VDD ~0.46 mV, Tmin final between 1000 and 1500 ps, number of logged tool warnings 25, FMAX 705 MHz, commonest cells in the synthesized netlist sky130_fd_sc_hd__dfxtp_1 (5), sky130_fd_sc_hd__nor2b_1 (3), sky130_fd_sc_hd__or3_1 (2), vias per cell roughly 1.9, Req. time, crit path approximately 1200 ps, full die area ~6400 µm², CP Launch Type register, clock buffers created by TritonCTS 3, post-synthesis average cell area approximately 11 µm², # clock sinks 5, via count of the first global-routing pass 153, critical path, cell by cell or3_1 > clkdlybuf4s15_1, Setup Crit Path Kind reg2out, routed length per placed instance approximately 6.2 µm, endpoint type of the worst setup path primary output, cts-stage hold buffer count 0, proportion of netlist area held by the largest area contributor around 66%, total setup buffers inserted after CTS 0, maximum net fanout on the critical path 3, x dimension of the die approximately 80 µm, cell count of the worst hold path 1, Seq/Total Area, Yosys 65.6%, wire length of the first global-routing pass between 700 and 800 µm, normalized max-slew margin about nine tenths, number of max-cap violations 0, number of H-tree levels 1, chip area estimate from yosys synthesis 153 µm², dominant synthesized flop cell sky130_fd_sc_hd__dfxtp_1, DRC Markers 0, Hold Violations, Final 0, transition time of the tightest slew-check pin between 150 and 200 ps, maximum clock insertion buffer count 2, ys cells 14, global router's overall resource usage ~1.5%, Crit Reg-Reg Endpoint state[0], initial standard-cell utilization of the core under 10%, clock tree from TritonCTS yes, leakage ~0.00011 µW, layout overhead on the synthesized area 95.1%, Skew-Pair Late Insertion Delay 240 ps, clock slew at reported path FFs approximately 40 ps, core occupancy in the finished layout under 10%, Most flops, register state, vertical die dimension ~80 µm, final HPWL from detailed placement ~340 µm, biggest area contributors in the synthesized netlist sky130_fd_sc_hd__dfxtp_1 (66%), sky130_fd_sc_hd__nor2b_1 (12%), sky130_fd_sc_hd__or3_1 (8.2%), most area-hungry cell type in the Yosys netlist sky130_fd_sc_hd__dfxtp_1, Root Driver sky130_fd_sc_hd__clkbuf_4, post-detailed-placement cell area ~270 µm², largest clock skew in the final design around 0.013 ps, fin. max-slew vios 0, number of distinct standard cells referenced by the synthesized netlist 7, fraction of final layout cells with drive strength greater than 1 20.8%, Antenna Violating Nets Remaining 0, DRT iter0 DRCs 0, critical path's slowest cell sky130_fd_sc_hd__or3_1, most frequent cell after synthesis sky130_fd_sc_hd__dfxtp_1, setup violators final 0, final setup TNS 0 ps, final global-route overflow total 0, area of the mapped netlist 153 µm², via count between 100 and 150, router iterations before antenna repair 1, RSZ-0062 raised after global routing false, share of async-settable or async-resettable flops after synthesis 0%, slack of the worst reg-to-reg path a little under 900 ps, hold path endpoint state[4], Ant. Diodes 0, Hold Crit Class reg2reg, Synth warnings 19, number of rows created at floorplan 21, final instance area between 200 and 300 µm², Max stage delay on crit path 360 ps, number of antenna violations at the first check in global routing 0, P per Cell Area approximately 1100 nW/µm², flip-flop count of the largest register after layout 5, maximum number of pins on one net before global-route repair 6, Boundary Pins 7, count of state elements after synthesis 5, Total Routed Length around 430 µm, post-synth tally of flip-flops with integrated enable 0, Final period util 94.6%, number of standard cells after synthesis 14, startpoint of the lowest-slack register-to-register path state[0], standard cell core area 3420 µm², arrival time at the worst endpoint 1120 ps, cell depth of the worst flop-to-flop path 1, top flop regs state: 5 flops, buffers added on ports 6, RePlAce Congestion between 0.5 and 0.6
## timing repair
action / 4_1_cts / 5_1_grt
endpoints found under the setup margin: 2 / 2
gates resized: 2 / 3
pin swaps: 0 / 0
## cell usage in the layout, fill, tap and decap left out
cell	count
sky130_fd_sc_hd__nor2_1	1
sky130_fd_sc_hd__clkdlybuf4s15_1	2
sky130_fd_sc_hd__a21o_2	1
sky130_fd_sc_hd__clkbuf_4	3
sky130_fd_sc_hd__a21oi_1	1
sky130_fd_sc_hd__nor2b_1	3
sky130_fd_sc_hd__or3_1	2
sky130_fd_sc_hd__inv_1	1
sky130_fd_sc_hd__clkdlybuf4s50_1	4
sky130_fd_sc_hd__clkbuf_1	1
sky130_fd_sc_hd__dfxtp_2	1
sky130_fd_sc_hd__dfxtp_1	4
## area by class of cell
cell class | count | area (µm²)
clock buffers | 4 | 26.3
well taps | 46 | 57.6
fillers | 410 | 3120
flip-flops and latches | 5 | 101
inverters | 1 | 3.75
repair buffers | 6 | 60.1
multi-input cells | 8 | 48.8
## power breakdown
| group | internal (µW) | leakage [µW] | switching (µW) |
|---|---|---|---|
| sequential | 138 | 0.0000407 | 2.88 |
| combinational | 16.6 | 0.0000496 | 7.57 |
| clock | 100 | 0.0000150 | 51.8 |
| total | 255 | 0.000105 | 62.3 |
## how the worst max path moves through the flow
| stage | from | to | slack, ps | cells past startpoint |
|---|---|---|---|---|
| finish | state[2] | sel[0] | 80 | 2 |
| global route | state[2] | sel[0] | 20 | 2 |
| CTS | state[2] | sel[0] | 10 | 2 |
## cell families (layout without fill, tap and decap cells)
family          count (synthesis)  after routing  share of synthesized area (%)
simple gates                    6              6                           22.9
flops                           5              5                           65.6
compound gates                  2              2                           9.01
buf+inv                         1             11                           2.46
## worst max-delay path: cells and delay by family, from the launching register on
family | cells | cell delay (ps)
DFF | 1 | 310
buffers and inverters | 1 | 210
and+or+nand+nor | 1 | 360
## per-stage QoR
stage	hold WS [ps]	worst slack, ps	std cells	power (µW)
after floorplan	372	601	14	147
after global routing	491	18.0	70	337
after detailed placement	462	85.0	66	169
after global placement	448	94.1	66	168
after CTS	468	10.9	70	323
final	467	81.1	70	317
## routing by layer
layer | vias to the layer above | GRT usage, % | part of all wire (%)
met3 | 0 | 1.36 | 8.3
li1 | 66 | - | -
met4 | 0 | 0.176 | 0
met5 | - | 0 | 0
met1 | 57 | 2.27 | 66
met2 | 7 | 1.44 | 26
Power and IR drop assume default switching activity.
